==> design/flow/design.v <==
`timescale 1ns / 1ps
module uart_fsm (
    input reset,
    input clk,
    input btn_start,
    input [7:0] tx_data_in,
    output tx,
    inout tx_done,
    output [7:0] w_o_data,
    input rx
);
    wire w_tick, w_btn_start;
    wire w_tx_done, w_rx_done;
    wire [7:0] w_o_data2, w_o_data3;
    uart U_UART (
        .reset(reset),
        .clk(clk),
        .tx_data_in(w_o_data3),
        .start_trigger(~w_empty2),
        .rx(rx),
        .tx(tx),
        .tx_done(tx_done),
        .rx_done(w_rx_done),
        .rx_data_out(w_o_data)
    );
    fifo urxa (
        .clk(clk),
        .reset(reset),
        .wdata(w_o_data),
        .wr(w_rx_done),
        .rd(~w_full),
        .rdata(w_o_data2),
        .empty(w_empty),
        .full()
    );
    fifo utx (
        .clk(clk),
        .reset(reset),
        .wdata(w_o_data2),
        .wr(~w_empty),
        .rd({~w_empty2 && ~tx_done}),
        .rdata(w_o_data3),
        .empty(w_empty2),
        .full(w_full)
    );
endmodule
module uart (
    input reset,
    input clk,
    input [7:0] tx_data_in,
    input start_trigger,
    input rx,
    output tx,
    output tx_done,
    output rx_done,
    output [7:0] rx_data_out
);
    uart_tx u_uart_tx (
        .clk(clk),
        .reset(reset),
        .tick(w_tick),
        .data_in(tx_data_in),
        .start_trigger(start_trigger),
        .o_tx(tx),
        .tx_done(tx_done)
    );
    uart_rx u_uart_rx (
        .clk(clk),
        .reset(reset),
        .tick(w_tick),
        .rx(rx),
        .rx_done(w_rx_done),
        .o_data(rx_data_out)
    );
    tick_9600hz utick9600hz (
        .clk  (clk),
        .reset(reset),
        .tick (w_tick)
    );
endmodule
module uart_rx (
    input clk,
    input reset,
    input tick,
    input rx,
    output rx_done,
    output [7:0] o_data
);
    reg [7:0] data, data_next;
    reg [4:0] tick_count, tick_count_next;
    reg [1:0] state, next;
    reg r_rx_done, r_rx_done_next;
    reg [3:0] data_count, data_count_next;
    parameter R_IDLE = 4'h0, START = 4'h1, DATA_STATE = 4'h2, STOP = 4'h3;
    assign o_data  = data;
    assign rx_done = r_rx_done;
    assign o_data  = data;
    always @(posedge clk, posedge reset) begin
        if (reset) begin
            state <= 0;
            data <= 0;
            data_count <= 0;
            tick_count <= 0;
            r_rx_done <= 0;
        end else begin
            state <= next;
            r_rx_done <= r_rx_done_next;
            data_count <= data_count_next;
            tick_count <= tick_count_next;
            data <= data_next;
        end
    end
    always @(*) begin
        next = state;
        r_rx_done_next = 0;
        data_count_next = data_count;
        tick_count_next = tick_count;
        data_next = data;
        case (state)
            R_IDLE: begin
                if (rx == 0) begin
                    next = START;
                end
            end
            START: begin
                if (tick == 1) begin
                    tick_count_next = tick_count + 1;
                    if (tick_count_next == 8) begin
                        next = DATA_STATE;
                        tick_count_next = 0;
                    end
                end
            end
            DATA_STATE: begin
                if (tick == 1) begin
                    tick_count_next = tick_count + 1;
                    if (tick_count_next == 16) begin
                        data_next[data_count] = rx;
                        tick_count_next = 0;
                        data_count_next = data_count + 1;
                        if (data_count_next == 8) begin
                            data_count_next = 0;
                            tick_count_next = 0;
                            next = STOP;
                        end
                    end
                end
            end
            STOP: begin
                if (tick == 1) begin
                    tick_count_next = tick_count + 1;
                    if (tick_count_next == 24) begin
                        next = R_IDLE;
                        tick_count_next = 0;
                        r_rx_done_next = 1;
                    end
                end
            end
        endcase
    end
endmodule
module uart_tx (
    input clk,
    input reset,
    input tick,
    input [7:0] data_in,
    input start_trigger,
    output o_tx,
    output tx_done
);
    parameter R_IDLE = 4'h0, START = 4'h1, DATA_STATE = 4'h2, STOP = 4'h3;
    reg [3:0] data_count, data_count_next;
    reg [3:0] state, next;
    reg [3:0] tick_count, tick_count_next;
    reg tx, tx_next;
    reg r_tx_done, r_tx_done_next;
    assign tx_done = r_tx_done;
    assign o_tx = tx;
    always @(posedge clk, posedge reset) begin
        if (reset) begin
            state <= 0;
            tx <= 1;
            r_tx_done <= 0;
            data_count <= 0;
            tick_count <= 0;
        end else begin
            state <= next;
            tx <= tx_next;
            r_tx_done <= r_tx_done_next;
            data_count <= data_count_next;
            tick_count <= tick_count_next;
        end
    end
    always @(*) begin
        next = state;
        tx_next = tx;
        r_tx_done_next = r_tx_done;
        data_count_next = data_count;
        tick_count_next = tick_count;
        case (state)
            R_IDLE: begin
                tx_next = 1'b1;
                r_tx_done_next = 0;
                tick_count_next = 0;
                if (start_trigger == 1) begin
                    next = START;
                    r_tx_done_next = 1;
                end
            end
            START: begin
                if (tick == 1) begin
                    if (tick_count == 15) begin
                        tx_next = 1'b0;
                        data_count_next = 0;
                        tick_count_next = 0;
                        next = DATA_STATE;
                    end else begin
                        tick_count_next = tick_count + 1;
                    end
                end
            end
            DATA_STATE: begin
                if (tick == 1) begin
                    if (tick_count == 15) begin
                        begin
                            tx_next = data_in[data_count];
                            data_count_next = data_count + 1;
                            tick_count_next = 0;
                            if (data_count_next == 8) begin
                                next = STOP;
                            end
                        end
                    end else begin
                        tick_count_next = tick_count + 1;
                    end
                end
            end
            STOP: begin
                if (tick == 1) begin
                    if (tick_count == 15) begin
                        data_count_next = 0;
                        tx_next = 1'b1;
                        tick_count_next = 0;
                        next = R_IDLE;
                    end else begin
                        tick_count_next = tick_count + 1;
                    end
                end
            end
        endcase
    end
endmodule
module tick_9600hz (
    input  clk,
    input  reset,
    output tick
);
    parameter BAUD_RATE = 9600;
    localparam BAUD_COUNT = (100_000_000 / BAUD_RATE) / 16;
    reg [$clog2(BAUD_COUNT)-1:0] count_reg, count_next;
    reg tick_reg, tick_next;
    assign tick = tick_reg;
    always @(posedge clk, posedge reset) begin
        if (reset == 1) begin
            count_reg <= 0;
            tick_reg  <= 0;
        end else begin
            count_reg <= count_next;
            tick_reg  <= tick_next;
        end
    end
    always @(*) begin
        count_next = count_reg;
        tick_next  = tick_reg;
        if (count_reg == BAUD_COUNT - 1) begin
            count_next = 0;
            tick_next  = 1'b1;
        end else begin
            count_next = count_reg + 1;
            tick_next  = 1'b0;
        end
    end
endmodule
module fifo (
    input clk,
    input reset,
    input [7:0] wdata,
    input wr,
    input rd,
    output [7:0] rdata,
    output empty,
    output full
);
    wire [3:0] w_waddr, w_raddr;
    register_file uregister (
        .clk(clk),
        .waddr(w_waddr),
        .wdata(wdata),
        .raddr(w_raddr),
        .wr({~full & wr}),
        .rdata(rdata)
    );
    fifo_cu ufifo_cu (
        .clk(clk),
        .reset(reset),
        .wr(wr),
        .rd(rd),
        .waddr(w_waddr),
        .raddr(w_raddr),
        .full(full),
        .empty(empty)
    );
endmodule
module register_file (
    input clk,
    input [3:0] waddr,
    input [7:0] wdata,
    input [3:0] raddr,
    input wr,
    output [7:0] rdata
);
    reg [7:0] ram[0:2**4-1];
    assign rdata = ram[raddr];   
    always @(posedge clk) begin
        if (wr) begin
            ram[waddr] = wdata;
        end
    end
endmodule
module fifo_cu (
    input clk,
    input reset,
    input wr,
    input rd,
    output [3:0] waddr,
    output [3:0] raddr,
    output full,
    output empty
);
    reg full_reg, full_next, empty_reg, empty_next;
    reg [3:0] w_ptr, w_ptr_next, r_ptr, r_ptr_next;
    assign empty = empty_reg;
    assign full  = full_reg;
    assign waddr = w_ptr;
    assign raddr = r_ptr;
    always @(posedge clk, posedge reset) begin
        if (reset) begin
            w_ptr <= 0;
            r_ptr <= 0;
            full_reg <= 0;
            empty_reg <= 1;
        end else begin
            full_reg <= full_next;
            empty_reg <= empty_next;
            w_ptr <= w_ptr_next;
            r_ptr <= r_ptr_next;
        end
    end
    always @(*) begin
        full_next  = full_reg;
        empty_next = empty_reg;
        w_ptr_next = w_ptr;
        r_ptr_next = r_ptr;
        case ({
            wr, rd
        })   
            2'b01: begin
                if (empty_reg == 0) begin
                    r_ptr_next = r_ptr + 1;
                    full_next  = 1'b0;
                    if (w_ptr_next == r_ptr_next) begin
                        empty_next = 1'b1;
                    end
                end
            end
            2'b10: begin
                if (full_reg == 0) begin
                    w_ptr_next = w_ptr + 1;
                    empty_next = 1'b0;
                    if (w_ptr_next == r_ptr_next) begin
                        full_next = 1'b1;
                    end
                end
            end
            2'b11: begin
                if(empty_reg == 1'b1) begin  
                    w_ptr_next = w_ptr + 1;
                    empty_next = 1'b0;
                end else if (full_reg == 1'b1) begin
                    r_ptr_next = r_ptr + 1;
                    full_next  = 1'b0;
                end else begin
                    r_ptr_next = r_ptr + 1;
                    w_ptr_next = w_ptr + 1;
                end
            end
        endcase
    end
endmodule
==> design/flow/run.sh <==
#!/bin/bash
# OpenROAD 26Q1-2900-gdf79404cd8, Yosys 0.63+post, stock flow scripts
make -C /OpenROAD-flow-scripts/flow DESIGN_CONFIG=/design/flow/config.mk WORK_HOME=/design/flow/orfs finish
==> design/flow/config.mk <==
export PLATFORM = sky130hd
export DESIGN_NAME = uart_fsm
export DESIGN_NICKNAME = uart_fsm
export VERILOG_FILES = /design/flow/design.v
export SDC_FILE = /design/flow/constraint.sdc
export NUM_CORES = 4
export LEC_CHECK = 1
export CORE_UTILIZATION = 30
==> design/flow/constraint.sdc <==
current_design uart_fsm

set clk_period 2.9
set clk_io_pct 0.2

create_clock -name clk0 -period $clk_period [get_ports {clk}]

set non_clock_inputs [all_inputs -no_clocks]
set_input_delay [expr $clk_period * $clk_io_pct] -clock clk0 $non_clock_inputs
set_output_delay [expr $clk_period * $clk_io_pct] -clock clk0 [all_outputs]
==> flow_summary.ini <==
; physical design summary
[outcome]
run_status = did not finish
lastStage = 4_1_cts
stop_error = [error] [KeplerFormal.cpp:679] Workflow failed: Iso has multiple drivers: .tx_done0, tx_done$_DFFE_PP0P_.Q0

[floorplan]
num_rows = 38
fp.dieW_um = 109
initial_core_util = 0.313
pin_count = 22
die_h_um = 109

[clock_network]
postCtsSetupBuffers = 0
h-tree-depth = 3
cts.sinks = 66
cts_resized = 0
cts_max_path_buffers = 2
cts_hold_buffers = 0
cts-root-buf = clkbuf_16
cts_buffers = 9

[logic_synthesis]
synth_async_sr_flop_share = 1.00
ys_seq_frac = 0.480
synth_cells = 346
post_synth.cell_area_avg_um2 = 9.98
ff_type = dfrtp_1
syn_area_mm2 = 0.00345
yosys_area_mm2 = 0.00345
yosys.cell_types.count = 46
ys_cells = 346
ys_warn_count = 11
edf_count = 0
ys.flops = 66

[placed_design]
dp_hpwl_um = 4040
placed_cell_area_mm2 = 0.00372
placedCellCount = 490
numPortBuffers = 11
gp_congestion = 0.794
[synth_stat cells, drive strengths merged (7+ instances only)]
library cell / n / area [µm²]
xnor2: 29 / 254
xor2: 11 / 96.3
ha: 14 / 175
inv: 13 / 48.8
nand2: 34 / 128
a21oi: 9 / 45.0
nand3: 28 / 145
o2bb2ai: 7 / 61.3
o21ai: 31 / 166
nor2: 23 / 86.3
dfrtp: 61 / 1530
[stage by stage]
step           worst slack, ns  total power, µW  utilization  hold slack [ns]
3_3_place_gp             0.691             1820        0.337            0.468
3_5_place_dp             0.654             1830        0.337            0.474
2_1_floorplan            0.673             1710            -            0.433
[cells by family after synthesis]
family,share of synthesized area
AOI/OAI and AO/OA,0.121
muxes,0.0254
buffers and inverters,0.0286
DFF,0.480
adders and majority gates,0.0507
xor gates and xnor gates,0.101
and+or+nand+nor,0.193
Power and IR drop assume default switching activity.
