<file path="flow/constraint.sdc">
current_design Top_Upcounter

set clk_period 7.6
set clk_io_pct 0.2

create_clock -name clk0 -period $clk_period [get_ports {clk}]

set non_clock_inputs [all_inputs -no_clocks]
set_input_delay [expr $clk_period * $clk_io_pct] -clock clk0 $non_clock_inputs
set_output_delay [expr $clk_period * $clk_io_pct] -clock clk0 [all_outputs]
</file>
<file path="flow/run.sh">
#!/bin/bash
# OpenROAD 26Q1-2900-gdf79404cd8, Yosys 0.63+post, stock flow scripts
make -C /OpenROAD-flow-scripts/flow DESIGN_CONFIG=/design/flow/config.mk WORK_HOME=/design/flow/orfs finish
</file>
<file path="flow/config.mk">
export PLATFORM = sky130hd
export DESIGN_NAME = Top_Upcounter
export DESIGN_NICKNAME = Top_Upcounter
export VERILOG_FILES = /design/flow/design.v
export SDC_FILE = /design/flow/constraint.sdc
export NUM_CORES = 4
export LEC_CHECK = 1
export CORE_UTILIZATION = 30
</file>
<file path="flow/design.v">
`timescale 1ns / 1ps
module btn_debounce(
    input clk,
    input reset,
    input i_btn,
    output o_btn
    );
    reg [7:0] q_reg, q_next;     
    reg edge_detect;
    wire btn_debounce;
    reg [$clog2(100_000)-1:0] counter;
    reg r_1khz;
    always @(posedge clk, posedge reset) begin
        if (reset) begin
            counter <= 0;
            r_1khz <=0;
        end else begin
            if (counter == 100_000 - 1) begin
                counter <= 0;
                r_1khz <= 1'b1;  
            end else begin   
                counter <= counter + 1;
                r_1khz <= 1'b0; 
            end
        end
    end
    always @(posedge r_1khz, posedge reset) begin
        if (reset) begin
            q_reg <= 0;
        end else begin
            q_reg <= q_next;
        end
    end
    always @(i_btn, r_1khz) begin    
        q_next = {i_btn,q_reg[7:1]} ;    
    end
    assign btn_debounce = &q_reg;
    always @(posedge clk, posedge reset) begin
        if (reset) begin
            edge_detect <= 1'b0;
        end else begin
            edge_detect <= btn_debounce;
        end
    end
    assign o_btn = btn_debounce & (~edge_detect);
endmodule
`timescale 1ns / 1ps
module fnd_controller#(
  parameter LOW_MAX = 100, HIGH_MAX = 60
) (
    input clk,
    input reset,
    input [$clog2(LOW_MAX)-1:0] bcd_low,
    input [$clog2(HIGH_MAX)-1:0] bcd_high,
    output [7:0] seg,
    output [3:0] seg_comm
);
    wire w_clk_100hz;
    clk_divider U_Clk_Divider (
        .clk  (clk),
        .reset(reset),
        .o_clk(w_clk_100hz)
    );
    wire [1:0] w_seg_sel;
    counter_4 U_Counter_4 (
        .clk  (w_clk_100hz),
        .reset(reset),
        .o_sel(w_seg_sel)
    );
    decoder_2x4 U_decoder_2x4 (
        .seg_sel (w_seg_sel),
        .seg_comm(seg_comm)
    );
    wire [$clog2(LOW_MAX)-1:0] w_low_1, w_low_10;
    digit_splitter U_Digit_Splitter_Low (
        .bcd(bcd_low),
        .digit_1(w_low_1),
        .digit_10(w_low_10)
    );
    wire [$clog2(HIGH_MAX)-1:0] w_high_1, w_high_10;
    digit_splitter U_Digit_Splitter_High (
        .bcd(bcd_high),
        .digit_1(w_high_1),
        .digit_10(w_high_10)
    );
    wire [3:0] w_bcd;
    mux_4x1 U_Mux_4x1 (
        .sel(w_seg_sel),
        .digit_1(w_low_1),
        .digit_10(w_low_10),
        .digit_100(w_high_1),
        .digit_1000(w_high_10),
        .bcd(w_bcd)
    );
    bcdtoseg U_bcdtoseg (
        .bcd(w_bcd),   
        .seg(seg)
    );
endmodule
module clk_divider (
    input  clk,
    input  reset,
    output o_clk
);
    parameter FCOUNT = 500_000;   
    reg [$clog2(FCOUNT)-1:0] r_counter;
    reg r_clk;
    assign o_clk = r_clk;
    always @(posedge clk, posedge reset) begin
        if (reset) begin   
            r_counter <= 0;   
            r_clk <= 1'b0;
        end else begin
            if (r_counter == FCOUNT - 1) begin
                r_counter <= 0;
                r_clk <= 1'b1;   
            end else begin
                r_counter <= r_counter + 1;
                r_clk <= 1'b0;   
            end
        end
    end
endmodule
module counter_4 (
    input        clk,
    input        reset,
    output [1:0] o_sel
);
    reg [1:0] r_counter;
    assign o_sel = r_counter;
    always @(posedge clk, posedge reset) begin
        if (reset) begin
            r_counter <= 0;
        end else begin
            r_counter <= r_counter + 1;
        end
    end
endmodule
module decoder_2x4 (
    input [1:0] seg_sel,
    output reg [3:0] seg_comm
);
    always @(seg_sel) begin
        case (seg_sel)
            2'b00:   seg_comm = 4'b1110;
            2'b01:   seg_comm = 4'b1101;
            2'b10:   seg_comm = 4'b1011;
            2'b11:   seg_comm = 4'b0111;
            default: seg_comm = 4'b1110;
        endcase
    end
endmodule
module digit_splitter (
    input  [13:0] bcd,
    output [ 3:0] digit_1,
    output [ 3:0] digit_10
);
    assign digit_1  = bcd % 10;   
    assign digit_10 = bcd / 10 % 10;   
endmodule
module mux_4x1 (
    input  [1:0] sel,
    input  [3:0] digit_1,
    input  [3:0] digit_10,
    input  [3:0] digit_100,
    input  [3:0] digit_1000,
    output [3:0] bcd
);
    reg [3:0] r_bcd;
    assign bcd = r_bcd;
    always @(sel, digit_1, digit_10, digit_100, digit_1000) begin
        case (sel)
            2'b00:   r_bcd = digit_1;
            2'b01:   r_bcd = digit_10;
            2'b10:   r_bcd = digit_100;
            2'b11:   r_bcd = digit_1000;
            default: r_bcd = 4'bx;
        endcase
    end
endmodule
module bcdtoseg (
    input [3:0] bcd,   
    output reg [7:0] seg
);
    always @(bcd) begin
        case (bcd)
            4'h0: seg = 8'hc0;
            4'h1: seg = 8'hF9;
            4'h2: seg = 8'hA4;
            4'h3: seg = 8'hB0;
            4'h4: seg = 8'h99;
            4'h5: seg = 8'h92;
            4'h6: seg = 8'h82;
            4'h7: seg = 8'hf8;
            4'h8: seg = 8'h80;
            4'h9: seg = 8'h90;
            4'hA: seg = 8'h88;
            4'hB: seg = 8'h83;
            4'hC: seg = 8'hc6;
            4'hD: seg = 8'ha1;
            4'hE: seg = 8'h86;
            4'hF: seg = 8'h8E;
            default: seg = 8'hff;
        endcase
    end
endmodule
`timescale 1ns / 1ps
module Top_Upcounter (
    input clk,
    input reset,
    input btn_run_stop,
    input btn_clear,
    output [3:0] seg_comm,
    output [7:0] seg
);
    wire w_clk_10, w_run_stop, w_clear;
    wire o_btn_run_stop, o_btn_clear;
    wire w_tick_100hz;
    tick_100hz U_Tick_100hz (
        .clk(clk),   
        .reset(reset),
        .run_stop(w_run_stop),
        .o_tick_100hz(w_tick_100hz)
    );
    localparam TENMSEC_MAX = 100; 
    wire [$clog2(TENMSEC_MAX):0] w_msec;
    wire msec_tick;
    counter_tick #(
        .TICK_COUNT(TENMSEC_MAX)
    ) U_Count_10msec (   
        .clk(clk),
        .reset(reset),
        .clear(w_clear),
        .tick(w_tick_100hz),  
        .counter(w_msec),
        .o_tick(msec_tick)  
    );
    localparam SEC_MAX = 60;
    wire [$clog2(SEC_MAX):0] w_sec;
    wire w_sec_tick;
    counter_tick #(
        .TICK_COUNT(SEC_MAX) 
    ) U_Count_Sec (   
        .clk(clk), 
        .reset(reset),
        .clear(w_clear),
        .tick(msec_tick),  
        .counter(w_sec),
        .o_tick(w_sec_tick)  
    );
    localparam MIN_MAX = 60;
    wire [$clog2(MIN_MAX):0] w_min;
    wire w_min_tick;
    counter_tick #(
        .TICK_COUNT(MIN_MAX)
    ) U_Count_Min(
        .clk(clk),
        .reset(reset),
        .clear(w_clear),
        .tick(w_sec_tick),
        .counter(w_min),
        .o_tick(w_min_tick)  
    );
    fnd_controller #(
        .LOW_MAX(TENMSEC_MAX),
        .HIGH_MAX(SEC_MAX)
    ) U_fnd_cntl (
        .clk(clk),
        .reset(reset),
        .bcd_low(w_msec),  
        .bcd_high(w_sec),  
        .seg(seg),
        .seg_comm(seg_comm)
    );
    btn_debounce U_BTN_Debounce_RUN_STOP (
        .clk  (clk),
        .reset(reset),
        .i_btn(btn_run_stop),    
        .o_btn(o_btn_run_stop)   
    );
    btn_debounce U_BTN_Debounce_CLEAR (
        .clk  (clk),
        .reset(reset),
        .i_btn(btn_clear),    
        .o_btn(o_btn_clear)   
    );
    control_unit U_Control_unit (
        .clk(clk),
        .reset(reset),
        .i_run_stop(o_btn_run_stop),   
        .i_clear(o_btn_clear),
        .o_run_stop(w_run_stop),
        .o_clear(w_clear)
    );
endmodule
module tick_100hz (
    input clk,   
    input reset,
    input run_stop,
    output o_tick_100hz
);
    reg [$clog2(1_000_000)-1:0] r_counter;
    reg r_tick_100hz;
    assign o_tick_100hz = r_tick_100hz;
    always @(posedge clk, posedge reset) begin
        if (reset) begin
            r_counter <= 0;
            r_tick_100hz <= 0;
        end else begin
            if (run_stop == 1'b1) begin
                if (r_counter == (1_000_000 - 1)) begin  
                    r_counter <= 0;
                    r_tick_100hz <= 1'b1;
                end else begin
                    r_counter <= r_counter + 1;
                    r_tick_100hz <= 1'b0;
                end
            end
        end
    end
endmodule
module counter_tick #(
    parameter TICK_COUNT = 10_000 
) (  
    input clk,
    input reset,
    input tick,
    input clear,
    output [$clog2(TICK_COUNT)-1 : 0] counter,
    output o_tick
);
    reg [$clog2(TICK_COUNT)-1:0] counter_reg, counter_next;
    reg r_tick;
    assign counter = counter_reg;
    assign o_tick  = r_tick;
    always @(posedge clk, posedge reset) begin
        if (reset) begin
            counter_reg <= 0;
        end else begin
            counter_reg <= counter_next;
        end
    end
    always @(*) begin
        counter_next = counter_reg;
        r_tick = 1'b0;
        if (clear == 1'b1) begin
            counter_next = 0;
        end else if (tick == 1'b1) begin   
            if (counter_reg == TICK_COUNT - 1) begin
                counter_next = 0;
                r_tick = 1'b1;
            end else begin
                counter_next = counter_reg + 1;
                r_tick = 1'b0;
            end
        end
    end
endmodule
module control_unit (
    input clk,
    input reset,
    input i_run_stop,   
    input i_clear,
    output reg o_run_stop,
    output reg o_clear
);
    parameter STOP = 3'b000, RUN = 3'b001, CLEAR = 3'b010;
    reg [2:0] state, next;
    always @(posedge clk, posedge reset) begin
        if (reset) begin
            state <= STOP;
        end else begin
            state <= next;
        end
    end
    always @(*) begin
        next = state;
        case (state)
            STOP: begin
                if (i_run_stop == 1'b1) begin
                    next = RUN;
                end else if (i_clear == 1'b1) begin
                    next = CLEAR;
                end else begin
                    next = state;
                end
            end
            RUN: begin
                if (i_run_stop == 1'b1) begin
                    next = STOP;
                end else begin
                    next = state;
                end
            end
            CLEAR: begin
                if (i_clear == 1'b0) begin
                    next = STOP;
                end
            end
            default: begin
                next = state;
            end
        endcase
    end
    always @(*) begin
        o_run_stop = 1'b0;
        o_clear = 1'b0;
        case (state)
            STOP: begin
                o_run_stop = 1'b0;
                o_clear = 1'b0;
            end
            RUN: begin
                o_run_stop = 1'b1;
                o_clear = 1'b0;
            end
            CLEAR: begin
                o_clear = 1'b1;
            end
            default: begin
                o_run_stop = 1'b0;
                o_clear = 1'b0;
            end
        endcase
    end
endmodule
</file>
==> impl_metrics.json <==
{
  "outcome": "finished clean",
  "n_antenna_cell": 0,
  "synthTopCellsByArea": "dfrtp_1 (42%), nor2_1 (5.4%), xnor2_1 (5.0%)",
  "power.density_mw_per_mm2": 132,
  "syn_to_final_growth_pct": 10.5,
  "ys_cells": 702,
  "synthArstFlopShare_pct": 100,
  "report.final.setup_viol": 0,
  "critical_path.max_fanout": 11,
  "peakVddDrop_mv": 0.0916,
  "required_ns": 6.08,
  "initCoreUtil_pct": 31.0,
  "io_buffers": 14,
  "drtAntennaViolNets": 0,
  "die_h_um": 150,
  "core-area_mm2": 0.0213,
  "die_w_um": 150,
  "rows": 53,
  "lay_top_count": "dfrtp_1",
  "fillCellCount": 2119,
  "vias": 4847,
  "untimed_endpoints": 24,
  "top_regs": "U_Tick_100hz.r_counter: 20 flops, U_fnd_cntl.U_Clk_Divider.r_counter: 19 flops",
  "ys_ff": 113,
  "clk_path_buf_depth": 2,
  "tns_ns": 0,
  "cts_buffers": 9,
  "first_pass_iters": 4,
  "hold_path_class": "reg2reg",
  "cp-start-kind": "flip-flop",
  "grt_max_degree": 61,
  "unclocked_pins": 18,
  "ys_seq_share_pct": 42.9,
  "netlist_area_mm2": 0.00660,
  "fin_worst_skew_ns": 0.00655,
  "grt_pass1_vias": 4477,
  "synth_cells": 702,
  "die_area_mm2": 0.0226,
  "routed_via_density": 4.91,
  "cts-root-buf": "clkbuf_16",
  "final_cell_mix": "dfrtp_1 (112), nor2_1 (95), nand2_1 (58)",
  "slew_headroom_pct": 49.7,
  "warnings": 37,
  "top_cell_area_share_pct": 42.5,
  "grt_usage_pct": 11.4,
  "cp-end-kind": "output port",
  "hold_viol_final": 0,
  "fin_crit_ns": 7.08,
  "hold_start": "U_fnd_cntl.U_Clk_Divider.r_counter[0]",
  "drt-total-wl_mm": 12.2,
  "maxCapViolations": 0,
  "hpwl_mm": 8.67,
  "rsz0062_at_grt": "no",
  "crit_type": "reg2out",
  "largest_register_ffs": 20,
  "clk_latency_ns": 0.33,
  "slew_violations": 0,
  "finalClockPeriodUsage_pct": 93.2,
  "path_clk_slew_ns": 0.07,
  "hold_buffers": 0,
  "timing.fmax_mhz": 141,
  "ys_warn_count": 25,
  "wl_per_cell_um": 12.4,
  "cp.arrival_ns": 5.56,
  "cp-startpoint": "U_Count_10msec.counter_reg[6]",
  "holdWs_ns": 0.459,
  "grt_pass1_wl_mm": 21.0,
  "grt_antenna_before_repair": 0,
  "synth.avg_cell_area_um2": 9.40,
  "drc": 0,
  "gp_congestion": 0.904,
  "drive_gt1_share_pct": 7.16,
  "grt_overflow": 0,
  "yosys.area.top_type": "dfrtp_1",
  "tritoncts": "done",
  "top_register": "U_Tick_100hz.r_counter",
  "tightestPinTransition_ns": 0.748,
  "p_leak_nw": 3.04,
  "final_cells": 987,
  "post-place-cells": 971,
  "ys_types": 79,
  "worstReg2RegStart": "U_Tick_100hz.r_counter[3]",
  "fin_util_pct": 34.2,
  "ys.flop_type": "dfrtp_1",
  "ys_area_mm2": 0.00660,
  "drt_iter0_drc": 290,
  "ios": 16,
  "htreeDepth": 3,
  "synth-edff-count": 0
}
==> synth_stat cells, types with 3 or more instances <==
cell type and n:
dfrtp_1 112, nor2_1 95, nand2_1 58, nand3_1 41
xnor2_1 38, xor2_1 32, o21ai_0 29, ha_1 23
a21oi_1 20, inv_1 18, nand4_1 17, nor3_1 15
and3_1 13, nor2b_1 12, nand2b_1 11, buf_2 10
clkbuf_1 10, mux2i_1 10, or3_1 8, o21ai_1 7
a211oi_1 6, mux2_2 6, nor4b_1 6, o22ai_1 6
o31ai_1 6, a31oi_1 5, o211ai_1 5, buf_6 4
o21a_1 4, a221o_1 3, a31o_2 3, a32oi_1 3
mux2_1 3, mux2i_2 3, nor4_1 3, o211a_1 3
o21bai_1 3, or4b_1 3
==> timing repair <==
action | 4_1_cts | 5_1_grt
resized | 0 | 2
buffers inserted | 0 | 0
endpoints found under the setup margin | 0 | 7
==> logic make-up after synthesis <==
kind of cell,after synthesis,synth area share (%)
xor gates and xnor gates,70,9.29
muxes,23,4.02
adders and majority gates,25,4.68
and+or+nand+nor,300,22.6
AOI/OAI and AO/OA,125,13.1
other,1,0.0568
DFF,113,42.9
buffers and inverters,45,3.34
==> critical path: stages (launching register included) <==
cell	delay (ns)
dfrtp_1	0.55
nor2b_4	0.37
ha_1	0.32
nand2b_1	0.20
o21ai_2	0.28
nand2_1	0.17
xnor2_1	0.26
ha_1	0.30
inv_1	0.05
or4b_1	0.51
a31o_2	0.25
a21oi_1	0.15
a31oi_1	0.06
o22ai_1	0.13
a32oi_1	0.08
o21ai_2	0.28
inv_1	0.13
ha_1	0.26
mux4_2	0.47
clkdlybuf4s50_1	0.41
==> where the power goes <==
group	internal [mW]	total [mW]	switching, mW
Sequential	0.506	0.506	0
Clock	0.264	0.446	0.182
Combinational	0.00178	0.0132	0.0115
Total	0.771	0.965	0.193
==> layer usage <==
| layer | GRT usage, % | routed length, um | vias to the layer above |
|---|---|---|---|
| li1 | - | - | 2499 |
| met1 | 18.0 | 6360 | 2295 |
| met2 | 17.7 | 5480 | 46 |
| met3 | 1.33 | 262 | 7 |
| met4 | 1.36 | 108 | 0 |
| met5 | 0 | 0 | - |
==> area by class of cell <==
cell class | count | area (um2) | area share (%)
multi-input cells | 544 | 3560 | 48.8
flip-flops and latches | 113 | 2830 | 38.8
well taps | 275 | 344 | 4.72
clock buffers | 11 | 243 | 3.33
repair buffers | 20 | 185 | 2.54
inverters | 19 | 75.1 | 1.03
clock inverters | 5 | 57.6 | 0.790
==> worst paths after layout <==
| check | to | slack (ns) | depth (start not counted) |
|---|---|---|---|
| worst max-delay path | seg[3] | 0.52 | 19 |
| worst min-delay path | U_fnd_cntl.U_Clk_Divider.r_counter[0] | 0.46 | 1 |
| worst max register to register | U_Tick_100hz.r_counter[18] | 5.33 | 9 |
| worst min register to register | U_fnd_cntl.U_Clk_Divider.r_counter[0] | 0.46 | 1 |
| max in group asynchronous | U_fnd_cntl.U_Clk_Divider.r_counter[8] | 4.78 | 3 |
| min in group asynchronous | U_BTN_Debounce_RUN_STOP.counter[0] | 1.63 | 2 |
==> stage by stage <==
step / power [mW] / worst slack (ns) / area (um2)
after floorplan: 0.524 / 1.46 / 6600
after global placement: 0.529 / 0.778 / 6980
after detailed placement: 0.529 / 0.628 / 6980
after CTS: 0.983 / 0.273 / 7280
after global routing: 1.00 / 0.0560 / 7290
final: 0.965 / 0.516 / 7290
Power figures rest on the tool's default switching activity, not on a simulated workload.
